$ cat /design/flow/design.v
`timescale 1us/1ns
module sd2(clk, sd_in, bs_out);
parameter BW = 16;
input clk;
input signed [BW-1:0] sd_in;     
output bs_out;                   
wire signed [BW-1:0] feedback;   
reg signed [BW+1:0] sd_reg1;
reg signed [BW+1:0] sd_reg2;
initial begin 
sd_reg1 = 0;
sd_reg2 = 0;
end
assign bs_out = sd_reg1[BW+1] ? 0 : 1;
assign feedback = sd_reg1[BW+1] ? -(2**(BW-1)) : (2**(BW-1) - 1);
always@(posedge clk) begin
	sd_reg1 <= sd_reg1 + sd_reg2 + sd_in - (feedback <<< 1);
	sd_reg2 <= sd_reg2 + sd_in - feedback;
end
endmodule
module sin_cos_gen(clk, omega, sin, cos, sinx, cosx);
parameter SD_IN_BW = 16;                         
parameter INT_SCALE = 20;                        
parameter OMEGA_BW = 16;                         
localparam REG_BW = SD_IN_BW + INT_SCALE + 1;    
input clk;                           
input signed [OMEGA_BW-1:0] omega;   
output sin;                          
output cos;                          
output signed [SD_IN_BW-1:0] sinx;
output signed [SD_IN_BW-1:0] cosx;
wire signed [SD_IN_BW-1:0] sd_in_sin;
wire signed [SD_IN_BW-1:0] sd_in_cos;
wire signed [REG_BW-1:0] fb_sin;
wire signed [REG_BW-1:0] fb_cos;
wire signed [REG_BW-1:0] sin_reg_in;
wire signed [REG_BW-1:0] cos_reg_in;
wire signed [REG_BW-1:0] omega_gain;
reg signed [REG_BW-1:0] x1;          
reg signed [REG_BW-1:0] x2;          
sd2 #(.BW(SD_IN_BW)) sd_cos(.clk(clk), .sd_in(sd_in_cos), .bs_out(cos));
sd2 #(.BW(SD_IN_BW)) sd_sin(.clk(clk), .sd_in(sd_in_sin), .bs_out(sin));
initial begin
x1 = (2**(REG_BW-3))-1;
x2 = 0;
end 
assign sd_in_cos = {x1[REG_BW-1],x1[REG_BW-3:INT_SCALE]};    
assign sd_in_sin = {x2[REG_BW-1],x2[REG_BW-3:INT_SCALE]};    
assign omega_gain = omega <<< (SD_IN_BW);
assign fb_sin = sin ? -omega_gain : omega_gain;              
assign fb_cos = cos ? omega_gain : -omega_gain;              
assign cos_reg_in = x1 + fb_sin;                             
assign sin_reg_in = x2 + fb_cos;                             
assign cosx = sd_in_cos;
assign sinx = sd_in_sin;
always@(posedge clk) begin
    if (cos_reg_in > ((2**(REG_BW-3))-1)) begin 
        x1 <= ((2**(REG_BW-3))-1);
    end else if (cos_reg_in < -(2**(REG_BW-3))) begin
        x1 <= -(2**(REG_BW-3));
    end else begin
        x1 <= cos_reg_in;
    end
    if (sin_reg_in > ((2**(REG_BW-3))-1)) begin 
        x2 <= ((2**(REG_BW-3))-1);
    end else if (sin_reg_in < -(2**(REG_BW-3))) begin
        x2 <= -(2**(REG_BW-3));
    end else begin
        x2 <= sin_reg_in;
    end
end
endmodule
$ cat /design/flow/run.sh
#!/bin/bash
# OpenROAD 26Q1-2900-gdf79404cd8, Yosys 0.63+post, stock flow scripts
make -C /OpenROAD-flow-scripts/flow DESIGN_CONFIG=/design/flow/config.mk WORK_HOME=/design/flow/orfs finish
$ cat /design/flow/config.mk
export PLATFORM = sky130hd
export DESIGN_NAME = sin_cos_gen
export DESIGN_NICKNAME = sin_cos_gen
export VERILOG_FILES = /design/flow/design.v
export SDC_FILE = /design/flow/constraint.sdc
export NUM_CORES = 4
export LEC_CHECK = 1
export CORE_UTILIZATION = 50
$ cat /design/flow/constraint.sdc
current_design sin_cos_gen

set clk_period 18.3
set clk_io_pct 0.2

create_clock -name clk0 -period $clk_period [get_ports {clk}]

set non_clock_inputs [all_inputs -no_clocks]
set_input_delay [expr $clk_period * $clk_io_pct] -clock clk0 $non_clock_inputs
set_output_delay [expr $clk_period * $clk_io_pct] -clock clk0 [all_outputs]
==> results.toml <==
# yosys + openroad results
[logic_synthesis]
ys_seq_elements = 114
syn-cell-area_sq_um = 10200
synth_area_per_cell_sq_um = 9.38
ys_area_sq_um = 10200
yosysWarnings = 2
yosysUniqueCellTypes = 65
ys_cells = 1092
synthCells = 1092
postSynth.asyncResetShare_pct = 0
edf_count = 0
yosysSeqAreaShare_pct = 22.3
ff_type = "dfxtp_1"

[grt]
grt_pass1_wl_mm = 35.6
grt_pass1_vias = 7196
grt_max_degree = 39
antenna_found_initial = 0
grt_usage_pct = 21.4
grt.overflow.total = 0

[final_layout]
drive_gt1_share_pct = 8.41
nFillCells = 1735
synthToLayoutAreaGrowth_pct = 11.5
fin_cells = 1395
final_cell_mix = "ha_1 (123), dfxtp_1 (113), xnor2_1 (84)"
lay_top_count = "ha_1"

[worst_hold_path]
min_path_type = "reg -> reg"
hold-path-cell-count = 1
min_to = "sd_sin.sd_reg2[0]$_DFF_P_"
hp-start = "x2[20]$_SDFF_PN1_"

[clock_network]
cts_root_buf = "clkbuf_16"
clkTransAtPathRegs_ps = 60
cts_resized = 0
cts_tree = "done"
post_cts_buffers = 0
cts_buffers = 17
insertion_delay_ps = 410
cts_htree_levels = 4
holdBufCountCts = 0
clk_path_buf_depth = 2
clock_sink_count = 114

[setup_path]
rrSetupSlack_ps = 13260
timing.rr.end = "x1[26]$_SDFF_PN1_"
path_cells = "clkdlybuf4s50_1, nor2_1, nand2_1, nor3_1, nand2b_1, or3_1, nand2_1, xnor2_1, ha_1, a21o_1, a21o_1, a21o_1, nor3_1, o31ai_1, a31oi_1, o21bai_1, xnor2_2, buf_4, nand4_1, ha_1, buf_4, o21bai_1, o31ai_2"
required_ps = 18590
critPathKind = "in -> reg"
cpPeakStageDelay_ps = 540
crit_family = "simple AND/OR/NAND/NOR gates"
critPathLaunchType = "input port"
path_max_fanout = 23
cp-end-kind = "flop"
crit_slowest_cell = "ha_1"
r2r_cells = 19
arrival_ps = 8960
path_buffers = 3
cp_common_cell = "a21o_1"
timing.rr.start = "sd_sin.sd_reg1[17]$_DFF_P_"

[placed_design]
dp_hpwl_mm = 16.3
gp_congestion = 0.853
numPortBuffers = 50
dp_cells = 1363

[detailed_routing]
antenna_cells = 0
drt-total-wl_mm = 20.5
vias = 7420
ant_nets = 0
viasPerCell = 5.32
drc = 0
drtIter0Drc = 337
dr.pass1.iters = 4
wl_per_cell_um = 14.7

[timing]
holdWs_ps = 553
worst_pin_slew_ps = 686
tns_ps = 0
period_used_pct = 47.4
timing.fmax_ghz = 0.115
setup_viol = 0
maxSlewHeadroom_pct = 53.1
fin_skew_ps = 11.2
fin_crit_ps = 8670
hold_viol = 0
slew_violations = 0
rsz0062_at_grt = "no"

[job]
tool_warnings = 37
max_cap_viol_count = 0

[floorplanning]
die_h_um = 145
ios = 51
coreArea_sq_um = 19800
initCoreUtil_pct = 51.8
chip_area_sq_um = 21100
die_x_um = 145
rows = 51

[status]
outcome = "completed"
## state kept, by name, summed over array words and instances, names as in the netlist
signal	flops
sd_cos.sd_reg1	18
sd_cos.sd_reg2	18
sd_sin.sd_reg1	18
sd_sin.sd_reg2	18
x1	21
x2	21
## cells in the mapped netlist, drive strengths merged (7+ instances only)
| cell | instances | area [sq um] |
|---|---|---|
| xnor2 | 87 | 777 |
| nor2b | 8 | 50.1 |
| nand2b | 20 | 125 |
| and2 | 7 | 43.8 |
| o211ai | 11 | 82.6 |
| dfxtp | 114 | 2280 |
| nand2 | 62 | 233 |
| a21o | 23 | 173 |
| nand3 | 13 | 65.1 |
| clkbuf | 12 | 45.0 |
| nor2 | 60 | 225 |
| nor3 | 33 | 170 |
| ha | 123 | 1540 |
| a21oi | 68 | 348 |
| or2 | 9 | 56.3 |
| o21ai | 61 | 358 |
| inv | 85 | 319 |
| buf | 39 | 300 |
| and3 | 8 | 55.1 |
| o32ai | 17 | 269 |
| o21bai | 11 | 82.6 |
| xor2 | 35 | 307 |
| fa | 72 | 1440 |
| o21a | 20 | 150 |
| o31ai | 10 | 80.1 |
| or3 | 13 | 81.3 |
| a211oi | 7 | 52.6 |
| a31oi | 11 | 68.8 |
## layer usage
layer	wire length [um]	vias up	GRT usage [%]
met3	1040	7	4.36
met1	11000	3441	36.8
li1	-	3869	-
met5	0	-	0
met4	117	0	1.21
met2	8340	103	29.7
## final cells by class
class,count,area (sq um),share of cell area [%]
clock buffer,20,467,4.09
clock inverter,12,155,1.36
inverter,85,319,2.80
multi-input combinational,842,7300,64.0
sequential,114,2280,20.0
tap,265,332,2.91
timing repair buffer,57,553,4.85
## cells by family (layout without fill, tap and decap cells)
| group | Yosys count | in the layout | share of synthesized area [%] |
|---|---|---|---|
| xor+xnor | 122 | 122 | 10.6 |
| simple gates | 255 | 255 | 12.4 |
| flops | 114 | 114 | 22.3 |
| fa+ha+maj | 195 | 195 | 29.1 |
| mux | 5 | 5 | 0.562 |
| compound gates | 265 | 265 | 18.6 |
| buf+inv | 136 | 174 | 6.49 |
## through the flow
stage | setup WS, ps | utilization, % | instance area (sq um)
after floorplan | 10350 | - | 10200
after global placement | 9370 | 54.6 | 10800
after detailed placement | 9260 | 54.6 | 10800
after CTS | 9680 | 57.7 | 11400
after global routing | 9110 | 57.7 | 11400
final | 9630 | 57.7 | 11400
## worst max path at each step
stage,startpoint,to,cells past startpoint
global route,omega[0],x2[34]$_SDFF_PN0_,19
finish,omega[2],x1[26]$_SDFF_PN1_,23
CTS,omega[2],x1[26]$_SDFF_PN1_,23
