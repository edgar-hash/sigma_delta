<file path="/design/flow/config.mk">
export PLATFORM = sky130hd
export DESIGN_NAME = three_phase
export DESIGN_NICKNAME = three_phase
export VERILOG_FILES = /design/flow/design.v
export SDC_FILE = /design/flow/constraint.sdc
export NUM_CORES = 4
export LEC_CHECK = 1
export CORE_UTILIZATION = 40
</file>
<file path="/design/flow/constraint.sdc">
current_design three_phase

set clk_period 24.1
set clk_io_pct 0.2

create_clock -name clk0 -period $clk_period [get_ports {clk}]

set non_clock_inputs [all_inputs -no_clocks]
set_input_delay [expr $clk_period * $clk_io_pct] -clock clk0 $non_clock_inputs
set_output_delay [expr $clk_period * $clk_io_pct] -clock clk0 [all_outputs]
</file>
<file path="/design/flow/design.v">
`timescale 1us/1ns
module sd2(clk, sd_in, bs_out);
parameter BW = 16;
input clk;
input signed [BW-1:0] sd_in;     
output bs_out;                   
wire signed [BW-1:0] feedback;   
reg signed [BW+1:0] sd_reg1;
reg signed [BW+1:0] sd_reg2;
initial begin 
sd_reg1 = 0;
sd_reg2 = 0;
end
assign bs_out = sd_reg1[BW+1] ? 0 : 1;
assign feedback = sd_reg1[BW+1] ? -(2**(BW-1)) : (2**(BW-1) - 1);
always@(posedge clk) begin
	sd_reg1 <= sd_reg1 + sd_reg2 + sd_in - (feedback <<< 1);
	sd_reg2 <= sd_reg2 + sd_in - feedback;
end
endmodule
module three_phase(
    clk, omega, phaseA, phaseB, phaseC, phaseAx, phaseBx, phaseCx,dbg_f0,dbg_f1, dbg_f2);
parameter SD_IN_BW = 16;                         
parameter INT_SCALE = 20;                        
parameter OMEGA_BW = 16;                         
localparam REG_BW = SD_IN_BW + INT_SCALE + 1;    
input clk;
input signed [OMEGA_BW-1:0] omega;    
output phaseA, phaseB, phaseC;        
output signed [SD_IN_BW-1:0] phaseAx, phaseBx, phaseCx;  
wire signed [SD_IN_BW-1:0] sd_in_0, sd_in_1, sd_in_2;
wire signed [REG_BW-1:0] omega_gain;
wire signed [REG_BW-1:0] fbA, fbB, fbC;
wire signed [REG_BW-1:0] next_f0, next_f1, next_f2;
reg signed [REG_BW-1:0] f0, f1, f2;
output signed [REG_BW-1:0] dbg_f0, dbg_f1, dbg_f2;
assign dbg_f0 = f0;
assign dbg_f1 = f1;
assign dbg_f2 = f2;
sd2 #(.BW(SD_IN_BW)) sd_A (.clk(clk), .sd_in(sd_in_0), .bs_out(phaseA));
sd2 #(.BW(SD_IN_BW)) sd_B (.clk(clk), .sd_in(sd_in_1), .bs_out(phaseB));
sd2 #(.BW(SD_IN_BW)) sd_C (.clk(clk), .sd_in(sd_in_2), .bs_out(phaseC));
initial begin
    f0 =  (2**(REG_BW-3)) - 1;                      
    f1 = -((2**(REG_BW-3)) - 1) >>> 1;              
    f2 = -((2**(REG_BW-3)) - 1) >>> 1;              
end
assign sd_in_0 = {f0[REG_BW-1], f0[REG_BW-3:INT_SCALE]};
assign sd_in_1 = {f1[REG_BW-1], f1[REG_BW-3:INT_SCALE]};
assign sd_in_2 = {f2[REG_BW-1], f2[REG_BW-3:INT_SCALE]};
assign phaseAx = sd_in_0;
assign phaseBx = sd_in_1;
assign phaseCx = sd_in_2;
assign omega_gain = omega <<< SD_IN_BW;
assign fbA = (phaseB ? omega_gain : -omega_gain) - (phaseC ? omega_gain : -omega_gain);
assign fbB = (phaseC ? omega_gain : -omega_gain) - (phaseA ? omega_gain : -omega_gain);
assign fbC = (phaseA ? omega_gain : -omega_gain) - (phaseB ? omega_gain : -omega_gain);
assign next_f0 = f0 + fbA;
assign next_f1 = f1 + fbB;
assign next_f2 = f2 + fbC;
always @(posedge clk) begin
    if (next_f0 > ((2**(REG_BW-3)) - 1))
        f0 <= (2**(REG_BW-3)) - 1;
    else if (next_f0 < -(2**(REG_BW-3)))
        f0 <= -(2**(REG_BW-3));
    else
        f0 <= next_f0;
    if (next_f1 > ((2**(REG_BW-3)) - 1))
        f1 <= (2**(REG_BW-3)) - 1;
    else if (next_f1 < -(2**(REG_BW-3)))
        f1 <= -(2**(REG_BW-3));
    else
        f1 <= next_f1;
    if (next_f2 > ((2**(REG_BW-3)) - 1))
        f2 <= (2**(REG_BW-3)) - 1;
    else if (next_f2 < -(2**(REG_BW-3)))
        f2 <= -(2**(REG_BW-3));
    else
        f2 <= next_f2;
end
endmodule
</file>
<file path="/design/flow/run.sh">
#!/bin/bash
# OpenROAD 26Q1-2900-gdf79404cd8, Yosys 0.63+post, stock flow scripts
make -C /OpenROAD-flow-scripts/flow DESIGN_CONFIG=/design/flow/config.mk WORK_HOME=/design/flow/orfs finish
</file>
==> run notes <==
Summary of implementation figures.

Status
The flow ran to the end, and the final reports show no timing, DRC or antenna violations.

Floorplan
179 I/O pins were placed. The floorplan has 84 rows. The core region is 52400 µm². After floorplanning, the die was sized to cover 54000 µm².

Measured along the x axis, the die boundary spans 232 µm. The pre-placement core utilization is 40.5%. The die is 232 µm tall.

STA
The ratio of final minimum period to clock period is 49.2%. Per the finish-stage timing summary, setup violations number 0. For the final routed database, the setup TNS stands at 0 ps. The pin closest to its max-slew limit shows a slew of 761 ps. Setup repair after global routing left no endpoint under its margin. Timing would allow up to 84.4 MHz. The number of endpoints with negative hold slack in the final report is 0. Checking max transition, the worst relative margin is 48.7%. Across all hold checks on the routed design, the worst slack comes to 573 ps. The maximum clock skew at final layout is 18.9 ps. Per the final report, max-transition violations number 0.

The routed design could run at a clock period as short as 11850 ps.

Route
The count of routing violations after the opening detailed-route iteration is 883. The detailed router placed 16800 vias in this run. In the log, the iteration count for the first detailed-route pass is 5. The per-cell via count in the routed design is 5.25. Once detail routing completed, the nets flagged for antenna violations numbered 0. Per the detail_route report, routed wire per instance is 17.5 µm. Wires add up to 56100 µm. After detailed routing, the number of remaining DRC violations is 0.

Global routing
The first global-routing pass estimated 89400 µm of wire. For this run, the total global-route usage over all layers was measured as 22.0%. The number of global-route vias before repair is 16600.

The initial antenna violation count came to 5. The largest net degree at the start of global routing is 42. The global route stage reports its total congestion overflow as 0.

Critical path
The arrival time at the worst endpoint is 12280 ps. The type of element capturing the critical path is a flip-flop. The category of the most critical setup path is in -> reg. Data on the critical path is required at its endpoint by 24540 ps. The startpoint kind of the worst setup timing path is an input pin. The largest fanout of any net on the critical path is 23.

Clocking
The CTS root buffer is clkbuf_16. The number of buffers inserted for hold repair after clock tree synthesis is 0. The clock tree from TritonCTS is done.

The TritonCTS buffer count is 28. The clock latency at the later pin of the worst-skew pair is 560 ps. The clock-pin slew reported for the worst setup and hold paths after clock tree synthesis is 60 ps.

The buffer depth of the longest clock path is 3. Post-CTS timing repair inserted 0 buffers for setup. CTS saw 216 sinks. The quantity of gates resized following cts is 0. CTS built an H-tree with a depth of 1.

Logic synthesis
The share of async-settable or async-resettable flops after synthesis is 0%. After synthesis the netlist holds a flip-flop and latch count of 216. The mean instance size in the synthesized netlist is 8.84 µm².

Yosys printed 2 warnings. For this design, Yosys synthesis ends with a cell count of 2400. The post-synthesis instance total is 2400. The cell area after synthesis is 21200 µm². Per the synth stats, the flop cell with the highest instance count is dfxtp_1.

For this run, the chip area from Yosys synthesis comes to 21200 µm². Yosys mapped the design onto 89 distinct sky130hd cell types. The share of the Yosys chip area taken by registers is 20.4%. The number of synthesized flops with an enable pin is 0.

Place
Per the placement log, port buffering inserted 178 buffers. The sum of net half-perimeters after detailed placement is 46700 µm. The routability congestion estimate is 0.951.

Cells and area
Per the cell usage report, the commonest logic cells after layout are 242 x inv_1, 240 x ha_1, 213 x dfxtp_1. The layout cell share with drive strength beyond 1 is 4.37%. The most common cell after layout, fill and taps aside is inv_1. The filler cells instantiated in the layout total 4930. The post-synthesis to final-layout area growth is 14.4%.

Job
Max-cap violations in this run came to 0. The tally of OpenROAD warnings is 46.

Worst hold path
The class of the worst hold path is reg -> reg.
Yosys cell counts (11+ instances only):
library cell / instances / area (µm²)
a211o_1: 21 / 184
a211oi_1: 27 / 203
a21boi_0: 19 / 143
a21o_1: 73 / 548
a21oi_1: 142 / 711
a31oi_1: 17 / 106
and2_1: 11 / 68.8
and3_1: 16 / 100
buf_2: 16 / 80.1
buf_4: 51 / 383
clkbuf_1: 55 / 206
dfxtp_1: 216 / 4320
fa_1: 154 / 3080
ha_1: 240 / 3000
inv_1: 242 / 908
nand2_1: 141 / 529
nand2b_1: 28 / 175
nand3_1: 50 / 250
nand4_1: 22 / 138
nor2_1: 135 / 507
nor2b_1: 26 / 163
nor3_1: 35 / 175
nor4_1: 14 / 87.6
o211ai_1: 65 / 488
o21a_1: 24 / 180
o21ai_0: 100 / 500
o21bai_1: 18 / 135
o221ai_1: 12 / 105
o31ai_1: 12 / 90.1
or3_1: 28 / 175
xnor2_1: 164 / 1440
xor2_1: 72 / 631
sequential cells by signal, indices dropped and copies added (netlist names):
name          flops
f1               36
sd_B.sd_reg1     18
sd_C.sd_reg1     18
sd_A.sd_reg2     18
sd_C.sd_reg2     18
f2               36
sd_A.sd_reg1     18
f0               36
sd_B.sd_reg2     18
final cells by class:
class | count | area, µm² | share of cell area (%)
Antenna cell | 3 | 7.51 | 0.0309
Clock buffer | 41 | 871 | 3.59
Clock inverter | 10 | 106 | 0.438
Inverter | 243 | 912 | 3.76
Multi-Input combinational cell | 1814 | 15300 | 63.0
Sequential cell | 216 | 4330 | 17.8
Tap cell | 688 | 861 | 3.55
Timing Repair Buffer | 194 | 1900 | 7.84
worst max-delay path: stages:
cell,delay [ps]
clkdlybuf4s50_1,580
inv_1,210
ha_1,200
or3b_2,510
or4_1,570
or4_1,500
nand2_1,110
xor2_1,240
ha_1,300
inv_1,60
o21bai_1,90
ha_1,400
a21oi_1,240
o31ai_1,200
a211oi_1,260
nor2_1,90
a211oi_1,290
nand4_1,150
nor4_1,430
nand4b_1,160
nor4_1,640
nand4b_2,560
buf_4,410
a32o_1,280
cell families (layout without fill, tap and decap cells):
| logic type | count (synthesis) | count (layout) | synth area share, % |
|---|---|---|---|
| multiplexers | 7 | 7 | 0.336 |
| XOR/XNOR | 236 | 236 | 9.74 |
| flip-flops | 216 | 216 | 20.4 |
| AND-OR/OR-AND | 623 | 623 | 20.2 |
| AND/OR/NAND/NOR | 554 | 554 | 13.0 |
| buffers and inverters | 370 | 488 | 7.66 |
| adder cells (fa/ha/maj) | 394 | 394 | 28.7 |
| other | 0 | 3 | 0 |
routing by layer:
layer	up-vias	share of wire, %	GRT usage [%]
li1	8566	-	-
met2	350	47	35.5
met1	7844	44	30.3
met5	-	0.045	0
met3	84	5.9	4.63
met4	4	3.3	6.46
worst paths after layout:
kind | slack (ps) | start | end | depth (start not counted)
setup / recovery | 12250 | omega[0] | f2[34] | 24
setup reg to reg | 18000 | sd_B.sd_reg1[17] | f2[34] | 18
hold / removal | 570 | sd_A.sd_reg1[0] | sd_A.sd_reg1[0] | 3
hold reg to reg | 570 | sd_A.sd_reg1[0] | sd_A.sd_reg1[0] | 3
per-stage QoR:
stage / area (µm²) / instances / setup slack [ps] / utilization [%]
2_1_floorplan: 21200 / 2400 / 13160 / -
3_3_place_gp: 23300 / 3155 / 11660 / 44.4
3_5_place_dp: 23300 / 3155 / 11710 / 44.4
4_1_cts: 24300 / 3206 / 12290 / 46.3
5_1_grt: 24300 / 3208 / 11750 / 46.3
6_report: 24300 / 3209 / 12250 / 46.3
