## config.mk

```make
export PLATFORM = sky130hd
export DESIGN_NAME = counter_modulator
export DESIGN_NICKNAME = counter_modulator
export VERILOG_FILES = /design/flow/design.v
export SDC_FILE = /design/flow/constraint.sdc
export NUM_CORES = 4
export LEC_CHECK = 1
export CORE_AREA = 10 10 77 77
export DIE_AREA = 0 0 87 87
```

## constraint.sdc

```tcl
current_design counter_modulator

set clk_period 2.5
set clk_io_pct 0.2

create_clock -name clk0 -period $clk_period [get_ports {clk}]

set non_clock_inputs [all_inputs -no_clocks]
set_input_delay [expr $clk_period * $clk_io_pct] -clock clk0 $non_clock_inputs
set_output_delay [expr $clk_period * $clk_io_pct] -clock clk0 [all_outputs]
```

## design.v

```verilog
`timescale 1ns/1ps
module counter_modulator #(
    parameter PERIOD = 60
)(
    input  wire        clk,
    input  wire        sd_bs,    
    output reg         count
);
    localparam WIDTH = 6;
    reg [WIDTH-1:0] sum;           
    reg [WIDTH-1:0] period_cnt;    
    reg [WIDTH-1:0] phase;         
    reg [WIDTH-1:0] latched_sum;   
    initial begin
        sum = 0;
        period_cnt = 0;
        latched_sum = 0;
    end
    always @(posedge clk) begin
        if(period_cnt == PERIOD-1) begin
            latched_sum <= sum + sd_bs;
            sum         <= 0;
            period_cnt  <= 0;
        end else begin
            sum <= sum + sd_bs;
            period_cnt <= period_cnt + 1;
        end
        count <= (period_cnt < latched_sum);
    end
endmodule
```

## run.sh

```bash
#!/bin/bash
# OpenROAD 26Q1-2900-gdf79404cd8, Yosys 0.63+post, stock flow scripts
make -C /OpenROAD-flow-scripts/flow DESIGN_CONFIG=/design/flow/config.mk WORK_HOME=/design/flow/orfs finish
```

==> run summary <==
State of the implementation.

- The flow ran to the end, and the final reports show no timing, DRC or antenna violations.
- Counting I/O delays and the setup requirement, the final critical path takes 1648 ps.
- The number of clock buffers added by TritonCTS is 3.
- The register area share after synthesis is 0.5238, for reference.
- The layout cell share with drive strength beyond 1 is 0.09756, for reference.
- For the final database, setup skew stands at around 4.3 ps.
- The most common logic cells in the final layout are dfxtp_1 (13), ha_1 (8), nand2_1 (6), nand3_1 (6), edfxtp_1 (6).
- Entering global routing, the biggest net connects 14 pins.
- The number of antenna violations at the first check in global routing is 0, for reference.
- The core region area is 4354 um^2, for reference.
- Looking at the clock tree report, the H-tree level count equals 1.
- Counting along the longest clock path gives a buffer depth of 2.
- The data arrival time of the worst path is between 1500 and 2000 ps, for reference.
- The fraction of power consumed by combinational cells is 0.080, for reference.
- The clock net in this run drives a total of 19 sinks.
- The final clock period utilization by the worst path is 0.6592, for reference.
- The area figure in the yosys stat output is 840.8 um^2, for reference.
- The number of global-route vias before repair is 531.
- Once detail routing completed, the nets flagged for antenna violations numbered 0.
- The number of slew-limit violations in the final report is 0, for reference.
- The signed area change from the synthesized netlist to the final layout is 14.88%, for reference.
- The detail-routed via count per cell is 4.082, for reference.
- The category of the worst setup path capture point is a flop, for reference.
- The count of endpoints failing setup in the final report is 0, for reference.
- The leakage dissipation is 0.3838 nW, for reference.
- STA classifies the critical path startpoint as a primary input.
- The total negative slack is 0 ps, for reference.
- For this run, the number of Yosys warnings is 1.
- Yosys stat counts 77 cells in the synthesized netlist.
- The largest fanout on the critical path is 3, for reference.
- The floorplan utilization is 0.1931, for reference.
- As reported, the later end of the worst-skew pair has a clock insertion delay of 250 ps.
- Once layout is complete, the utilization of the core stands at 0.2218.
- The critical path is of the in -> reg type.
- The post-route DRC violation count is 0, for reference.
- The number of DRC violations after detailed-routing iteration 0 is 24, for reference.
- After detailed routing, the average wire length per cell comes to between 9 and 10 um.
- The post-CTS setup buffer count is 0, for reference.
- In the log, the iteration count for the first detailed-route pass is 2.
- The run reported a max-capacitance violation count of 0.
- The worst supply voltage drop on vdd is 0.0004620 V, for reference.
- The die covers 7569 um^2.
- Of the total power, registers draw 0.583.
- The count of different cell masters after synthesis is 22, for reference.
- The cell sitting at the root of the clock tree is a clkbuf_8.
- The number of rows created at floorplan is 24, for reference.
- For the worst setup path, the data required time is 2690 ps.
- After synthesis the cells add up to 840.8 um^2.
- The cell count after synthesis is 77, for reference.
- Wires add up to 1.227 mm.
- Setup repair after global routing left no endpoint under its margin.
- For reference, the post-synthesis area per instance comes to approximately 11 um^2.
- During I/O placement, the number of pins put on the boundary was 3.
- TritonCTS built the clock tree.
- In this run, synthesis produced a sequential element count of 19.
- Static timing analysis puts the maximum clock frequency at 0.6068 GHz.
- The total global-route track usage is 0.03600, for reference.
- Global routing finished with a remaining overflow of 0.
- The power density relative to cell area is 624.8 nW/um^2, for reference.
- The actual slew at the worst max-slew pin is 543.7 ps, for reference.
- The HPWL reported at the end of detailed placement is 933.5 um, for reference.
- On the reported timing paths, the clock transition at the registers reads 60 ps.
- The die outline height is 87 um, for reference.
- The first-pass GRT wire length is 2.297 mm, for reference.
- The routed design ends up with an antenna cell count of 0.
- Of the total power, the clock network draws 0.337.
- Summing over the stages, the warning tally comes to 25.
- For this block, the via count after detailed routing is ~550.
- Per the cell usage report, the commonest logic cell in the layout is dfxtp_1.
- The number of hold buffers added after CTS was 0.
- The reported net switching power is 0.1216 mW, for reference.
- The global placer's final weighted congestion is 0.7936, for reference.
- Switching power as a fraction of the total was reported as 0.2015.
- The final hold violation count recorded for this run is 0.
- Per the slew report, the remaining headroom to the max-slew limit stands at 0.6363.
- The internal power is 0.4819 mW, for reference.
- Post-CTS repair changed the size of 0 cells.
- The count of port buffers added during placement is 2, for reference.
- The tightest min-delay check is of the reg -> reg type.
- The width of the chip is 87 um, for reference.
## routing by layer
metal	part of all wire	routed length, um	global-route usage
met4	0.0081	10	0.002946
met2	0.45	549	0.05596
met1	0.48	589	0.04706
met5	0	0	0
met3	0.063	77	0.01604
## flip-flops by register name, summed over array words and instances (netlist names)
| name | flops |
|---|---|
| latched_sum | 6 |
| period_cnt | 6 |
| sum | 6 |
| count | 1 |
## critical path, stage by stage
cell	delay [ps]
clkdlybuf4s50_1	460
ha_1	190
ha_1	200
nand3_1	110
xnor2_1	210
o31a_1	170
## metrics by stage
step | hold WS [ps] | cells | instance area (um^2) | total power [mW] | worst slack (ps)
after floorplan | 436.7 | 77 | 840.8 | 0.3941 | 1043
after global placement | 451.9 | 130 | 920.9 | 0.4068 | 656.4
after detailed placement | 463.3 | 130 | 920.9 | 0.4080 | 593.0
after CTS | 478.7 | 134 | 965.9 | 0.6143 | 836.2
after global routing | 512.8 | 134 | 965.9 | 0.6386 | 695.7
final | 476.0 | 134 | 965.9 | 0.6035 | 852.0
## cells in the mapped netlist
master | n | area share
a21oi_2 | 1 | 0.010
o311ai_1 | 1 | 0.010
nor2_1 | 5 | 0.022
dfxtp_1 | 13 | 0.31
buf_2 | 1 | 0.0059
o221a_2 | 1 | 0.013
a21oi_1 | 3 | 0.018
nor2b_1 | 3 | 0.022
nand4_1 | 1 | 0.0074
nand2_2 | 1 | 0.0074
nand3_1 | 6 | 0.036
edfxtp_1 | 6 | 0.21
nand2_1 | 6 | 0.027
nor3_4 | 1 | 0.019
xor2_1 | 2 | 0.021
inv_1 | 5 | 0.022
o21ai_0 | 4 | 0.024
or3_4 | 1 | 0.013
nand2b_1 | 2 | 0.015
o31a_1 | 3 | 0.031
xnor2_1 | 3 | 0.031
ha_1 | 8 | 0.12
## cell families after synthesis
group                      Yosys count  synth area share
and+or+nand+nor                     26            0.1697
DFF                                 19            0.5238
AOI/OAI and AO/OA                   13            0.1071
adders and majority gates            8            0.1191
buffers and inverters                6           0.02827
xor gates and xnor gates             5           0.05209
## power groups by stage
stage,clock (mW),sequential [mW],combinational [mW]
6_report,0.203,0.352,0.0486
5_1_grt,0.226,0.355,0.0581
4_1_cts,0.212,0.352,0.0500
## cell type report
type                            instances  area [um^2]
Clock buffer                            4        45.04
Fill cell                             450         3388
Multi-Input combinational cell         52        376.6
Timing Repair Buffer                    2        20.02
Sequential cell                        19        440.4
Inverter                                5        18.77
Tap cell                               52        65.06
## worst paths after layout
| path | cells after the start | slack (ps) | endpoint | startpoint |
|---|---|---|---|---|
| max | 6 | 850 | sum[4] | sd_bs |
| min | 1 | 480 | period_cnt[0] | period_cnt[0] |
| max reg2reg | 3 | 870 | latched_sum[5] | period_cnt[0] |
| min reg2reg | 1 | 480 | period_cnt[0] | period_cnt[0] |
Power is estimated from default activity; no workload was simulated.
